==> flow/design.v <==
`timescale 1ns / 1ps
module SSD(input clk, pcSwitch,
    input [31:0] num, pc,
    output reg [3:0] anode,
    output reg [6:0] cathode
);
    reg [17:0] cnt;
    parameter shreshold = 200000;
    reg [17:0] cnt;
    reg [3:0] numDisplay;
    initial begin
        cathode <= 7'b0000001;
        anode <= 4'b1110;
        numDisplay <= 4'b0;
        cnt <= 18'b0;
    end
    wire [31:0] numSel;
    assign numSel = (pcSwitch==1'b0)? num: pc;
    always @(posedge clk)
    begin
        cnt <= cnt + 1;
        if (cnt == shreshold) begin
            cnt <= 0;
            case(anode)
                4'b0111: begin anode <= 4'b1110; numDisplay <= numSel[3:0]; end
                4'b1110: begin anode <= 4'b1101; numDisplay <= numSel[7:4];end
                4'b1101: begin anode <= 4'b1011; numDisplay <= numSel[11:8]; end
                4'b1011: begin anode <= 4'b0111; numDisplay <= numSel[15:12]; end
                default: begin numDisplay <= 4'b0; end
            endcase
        end
    end
    always @(numDisplay) begin
        case (numDisplay)
            4'b0000: cathode=7'b0000001;
            4'b0001: cathode=7'b1001111;
            4'b0010: cathode=7'b0010010;
            4'b0011: cathode=7'b0000110;
            4'b0100: cathode=7'b1001100;
            4'b0101: cathode=7'b0100100;
            4'b0110: cathode=7'b0100000;
            4'b0111: cathode=7'b0001111;
            4'b1000: cathode=7'b0000000;
            4'b1001: cathode=7'b0000100;
            4'b1010: cathode=7'b0001000;
            4'b1011: cathode=7'b1100000;
            4'b1100: cathode=7'b0110001;
            4'b1101: cathode=7'b1000010;
            4'b1110: cathode=7'b0110000;
            4'b1111: cathode=7'b0111000;
            default: cathode=7'b1111111;
        endcase
    end
endmodule 
==> flow/run.sh <==
#!/bin/bash
# OpenROAD 26Q1-2900-gdf79404cd8, Yosys 0.63+post, stock flow scripts
make -C /OpenROAD-flow-scripts/flow DESIGN_CONFIG=/design/flow/config.mk WORK_HOME=/design/flow/orfs finish
==> flow/config.mk <==
export PLATFORM = sky130hd
export DESIGN_NAME = SSD
export DESIGN_NICKNAME = SSD
export VERILOG_FILES = /design/flow/design.v
export SDC_FILE = /design/flow/constraint.sdc
export NUM_CORES = 4
export LEC_CHECK = 1
export CORE_AREA = 10 10 100 100
export DIE_AREA = 0 0 110 110
==> flow/constraint.sdc <==
current_design SSD

set clk_period 3.2
set clk_io_pct 0.2

create_clock -name clk0 -period $clk_period [get_ports {clk}]

set non_clock_inputs [all_inputs -no_clocks]
set_input_delay [expr $clk_period * $clk_io_pct] -clock clk0 $non_clock_inputs
set_output_delay [expr $clk_period * $clk_io_pct] -clock clk0 [all_outputs]
==> qor.yml <==
synth_area_mm2: 0.00159
io_pins: 77
cp.arrival_ps: 2060
dp_hpwl_um: 2870
tool_warnings: 63
cts_resized: 0
track_usage: 0.0612
first_iter_violations: 62
maxSlewViolCount: 0
path_delay_family: "buffers and inverters"
die_x_um: 110
vias: 1276
maxCapViolations: 0
drt-total-wl_um: 3590
tritoncts.num_buffers: 3
edf_count: 8
cts_tree: "built"
criticalPathCategory: "register to output pin"
grt_max_degree: 17
worst_path_most_repeated_cell: "inv_1"
crit_chain: "inv_1, ha_1, inv_1, mux4_2, clkdlybuf4s50_1"
via_per_inst: 4.20
overflow: 0
hold_buffers: 0
grt_pass1_wl_um: 6070
path_clk_slew_ps: 80
crit_path_top_delay_cell: "edfxtp_1"
irDropWorstVdd_mv: 0.154
num_rows: 32
syn_to_final_growth_pct: 38.2
dp_slack_ps: 794
grt_pass1_vias: 1228
outcome: "complete, no violations"
r2r_slack_ps: 1360
fin_ws_ps: 496
hold-path-cell-count: 1
layout_top_cell: "clkdlybuf4s50_1"
flop_cell: "dfxtp_1"
wire_per_inst_um: 11.8
critPathMaxFanout: 6
max_slew_margin: 0.724
antenna_found_initial: 0
ys_seq_frac: 0.378
dr.pass1.iters: 4
r2r_start: "cnt[15]$_SDFF_PN0_"
htree_levels: 1
crit_path_end_kind: "output pin"
critPathRequiredTime_ps: 2560
ys.flops: 26
ys_types: 40
ys_area_mm2: 0.00159
worstRegToRegCells: 4
ys_cells: 156
powerDensity_mw_per_mm2: 270
finalClockPeriodUsage: 0.845
num_antenna_cells: 0
regToRegEndpoint: "anode[3]$_DFFE_PP_"
rsz0062_at_grt: "false"
final_cell_mix: "clkdlybuf4s50_1, mux2i_1, dfxtp_1"
yosysWarnings: 1
setup_tns_ps: 0
postCtsSetupRepairBufs: 0
crit_path_max_incr_delay_ps: 470
chip_area_mm2: 0.0121
skew_ps: 2.58
clkSinkCount: 26
power_uw: 592
clock_path_buffers: 2
hold_path_class: "register to register"
layout-drive-gt1-share: 0.0891
setup_violations: 0
synthArstFlopShare: 0
antenna_left: 0
clock_latency_ps: 270
die_h_um: 110
max_slew.worst_pin.slew_ps: 414
hold_violations: 0
initCoreUtil: 0.203
period_minus_slack_ps: 2700
drcViolationCount: 0
min-delay-start: "cnt[0]$_SDFF_PN0_"
nFillCells: 802
leakage_nw: 0.798
crit_buf_inv: 3
critPathLaunchType: "register"
avgSynthCellArea_um2: 10.2
core_area_mm2: 0.00781
fmax_mhz: 370
cts_root_buffer: "clkbuf_8"
io_buffers: 44
gp_congestion: 0.786
min_to: "cnt[0]$_SDFF_PN0_"
syn_inst: 156
==> flip-flops by register name, summed over array words and instances, names as in the netlist <==
name,flops
cnt,18
anode,4
numDisplay,4
==> per-stage QoR <==
| step | instances | hold slack [ps] | utilization | area (um^2) |
|---|---|---|---|---|
| finish | 304 | 468 | 0.281 | 2190 |
| global route | 304 | 491 | 0.281 | 2190 |
| CTS | 304 | 472 | 0.281 | 2190 |
| detailed placement | 300 | 452 | 0.275 | 2150 |
| global placement | 300 | 446 | 0.275 | 2150 |
| floorplan | 156 | 430 | - | 1590 |
==> area by class of cell <==
| cell class | count | area [um^2] | area share |
|---|---|---|---|
| Sequential cell | 26 | 601 | 0.274 |
| Multi-Input combinational cell | 117 | 935 | 0.426 |
| Clock buffer | 4 | 45.0 | 0.0205 |
| Timing Repair Buffer | 45 | 448 | 0.204 |
| Tap cell | 102 | 128 | 0.0582 |
| Inverter | 10 | 38.8 | 0.0177 |
==> report_power, final <==
group | leakage, nW | switching (mW) | internal, mW
combinational | 0.538 | 0.0171 | 0.0491
sequential | 0.237 | 0 | 0.338
clock | 0.0228 | 0.0993 | 0.0890
total | 0.798 | 0.116 | 0.476
==> synth_stat cells, types with 2 or more instances <==
master    instances  area share
or2_2             5       0.020
dfxtp_1          18        0.23
xor2_1            6       0.033
a21oi_1           2      0.0063
buf_2             2      0.0063
nor2_1           11       0.026
mux2i_1          19        0.12
o21ai_0           2      0.0063
ha_1              8       0.063
nand4b_1          4       0.022
and3_1            3       0.012
nor2b_1           2      0.0079
nand2_1           4      0.0095
nor4b_1           2       0.011
nand3_1           8       0.025
nor4_4            2       0.027
edfxtp_1          8        0.15
nor3_1            4       0.013
xnor2_1           8       0.044
o22ai_1          10       0.039
inv_1             9       0.021
==> how the worst max path moves through the flow <==
stage                              startpoint    endpoint  slack (ps)  cells past startpoint
after CTS             numDisplay[1]$_DFFE_PN_  cathode[3]         490                      5
after global routing  numDisplay[1]$_DFFE_PN_  cathode[3]         360                      5
final                 numDisplay[1]$_DFFE_PN_  cathode[3]         500                      5
==> routing by layer <==
metal | global-route usage | part of all wire | vias to the layer above
met5 | 0 | 0 | -
met1 | 0.0905 | 0.49 | 586
met4 | 0.00929 | 0.011 | 0
met2 | 0.0919 | 0.44 | 24
li1 | - | - | 664
met3 | 0.0129 | 0.054 | 2
==> kinds of logic after synthesis <==
kind of cell             share of synthesized area
AND/OR/NAND/NOR                              0.221
flip-flops                                   0.378
multiplexers                                 0.141
AND-OR/OR-AND                               0.0859
XOR/XNOR                                    0.0772
buffers and inverters                       0.0331
adder cells (fa/ha/maj)                     0.0630
Power is estimated from default activity; no workload was simulated.
